--- flow/run.sh ---
#!/bin/bash
# OpenROAD 26Q1-2900-gdf79404cd8, Yosys 0.63+post, stock flow scripts
make -C /OpenROAD-flow-scripts/flow DESIGN_CONFIG=/design/flow/config.mk WORK_HOME=/design/flow/orfs finish
--- flow/config.mk ---
export PLATFORM = sky130hd
export DESIGN_NAME = sha_aADDER
export DESIGN_NICKNAME = sha_aADDER
export VERILOG_FILES = /design/flow/design.v
export SDC_FILE = /design/flow/constraint.sdc
export NUM_CORES = 4
export LEC_CHECK = 1
export CORE_UTILIZATION = 40
--- flow/constraint.sdc ---
current_design sha_aADDER

set clk_period 15.0
set clk_io_pct 0.2

create_clock -name clk0 -period $clk_period

set non_clock_inputs [all_inputs -no_clocks]
set_input_delay [expr $clk_period * $clk_io_pct] -clock clk0 $non_clock_inputs
set_output_delay [expr $clk_period * $clk_io_pct] -clock clk0 [all_outputs]
--- flow/design.v ---
interface blockStoreIfc(input logic clk);
	logic writeValid;
	logic writeReady;
	logic [7:0] blockData;
	modport reader(
		input writeValid, input blockData,
		output writeReady
	);
endinterface
interface minerIfc(input logic clk);
	logic rst;
	logic resultValid;
	logic success;
	modport dut (
		input rst,
		output resultValid,
		output success
	);
endinterface
interface nonceBufferIfc(input logic clk);
	logic readReady;
	logic nonce;
	logic error;
	modport writer(
		input readReady,
		output nonce,
		output error
	);
endinterface
interface processorResultsIfc #(parameter NUM_CORES=10)(input logic clk);
	parameter PARTITIONBITS = $clog2(NUM_CORES);
	logic success;
	logic[PARTITIONBITS-1:0] processor_index;
	modport writer(output success, output processor_index);
	modport reader(input success, input processor_index);
endinterface
module sha_aADDER(
input logic[31:0] h,
input logic[31:0] sum1,
input logic[31:0] ch,
input logic[31:0] K,
input logic[31:0] W,
input logic[31:0] sum0,
input logic[31:0] maj,
output logic[31:0] a
);
assign a=h+sum0+sum1+ch+K+W+maj;
endmodule
==> impl_metrics.json <==
{
  "slew_viol_final": 0,
  "simple_share_synth_pct": 5.07,
  "critical_path.max_fanout": 4,
  "drive_above_1_share_pct": 0.529,
  "synthTopCellsByArea": "sky130_fd_sc_hd__fa_1 (52%), sky130_fd_sc_hd__inv_1 (22%), sky130_fd_sc_hd__ha_1 (7.1%), sky130_fd_sc_hd__xnor2_1 (4.2%), sky130_fd_sc_hd__a21o_1 (1.4%)",
  "crit_required_ns": 12.00,
  "period_minus_slack_ns": 11.32,
  "totalNegativeSetupSlack_ns": 0,
  "flop_area_um2": 0,
  "wl_um": 11800,
  "crit_arrival_ns": 8.32,
  "grt_pass1_vias": 5038,
  "routed_via_density": 4.27,
  "drc": 0,
  "synth_chip_area_um2": 5830,
  "synth.largest_area_cell": "sky130_fd_sc_hd__fa_1",
  "cp_num_buf_inv": 5,
  "die_width_um": 123,
  "final_core_area_utilization_pct": 61.3,
  "cp_slowest_stage_delay_ns": 0.53,
  "slew_headroom_pct": 71.4,
  "port_buffers": 256,
  "ioPinCount": 256,
  "cellLeakagePower_nw": 4.57,
  "xor_share_pct": 5.56,
  "path_cells": "clkdlybuf4s50_1 -> inv_1 -> fa_1 -> inv_1 -> fa_1 -> fa_1 -> inv_1 -> fa_1 -> fa_1 -> and2b_1 -> o21ai_1 -> a21boi_0 -> o2111ai_1 -> a21oi_1 -> a31oi_1 -> nor2_1 -> xor2_1 -> clkdlybuf4s50_1",
  "tightestPinTransition_ns": 0.426,
  "power_mw": 1.89,
  "cts_hold_buf": 0,
  "gp_congestion": 0.828,
  "post_synth_ao_oa_area_fraction_pct": 8.33,
  "hp-class": "primary input to output port",
  "ant_nets": 0,
  "syn_area_per_cell_um2": 8.45,
  "yosys.stat.seqShare_pct": 0,
  "syn_inst": 690,
  "detailedRoute.firstIterationViolations": 117,
  "irDropWorstVdd_mv": 0.116,
  "crit_slowest_cell": "sky130_fd_sc_hd__fa_1",
  "synth_cell_types": 41,
  "grt_max_degree": 8,
  "timing.final.setup_violations": 0,
  "diodes": 0,
  "grt_overflow": 0,
  "critPathTopFamily": "adder cells",
  "worstSetupEndpointType": "output port",
  "flop-count": 0,
  "cts.repair.resized": 0,
  "std_cell_rows": 43,
  "fp.coreArea_um2": 14000,
  "drt_pass_1_iters": 4,
  "rsz_0062_raised_after_global_routing": "false",
  "detailed_place_hpwl_um": 11700,
  "first_pass_grt_wire_length_um": 20100,
  "dp.cells": 1125,
  "synth.logic.top_family": "adder cells",
  "timing.critical_path.mode_cell": "sky130_fd_sc_hd__fa_1",
  "max_freq_mhz": 88.3,
  "post_cts.repair.setup_buffers": 0,
  "cell_area_after_technology_mapping_um2": 5830,
  "timing.max_cap.violations": 0,
  "die-area_um2": 15100,
  "yosys_warnings": 0,
  "ys_sh_adder_pct": 59.3,
  "stdcell_count": 1125,
  "final_worst_path_setup_slack_ns": 3.68,
  "number_of_standard_cells_reported_by_yosys": 690,
  "die.size.y_um": 123,
  "start_kind": "primary input",
  "post-place-ws_ns": 3.69,
  "grtUsageTotal_pct": 17.5,
  "vias": 4799,
  "post_synth_mux_area_share_pct": 0.193,
  "clkbuf_count": 0,
  "fp_util_pct": 41.5,
  "power_density_of_the_placed_cells_nw_per_um2": 219,
  "finalHoldViolCount": 0,
  "area.combinational_um2": 4570,
  "filler_cell_count": 1185,
  "timing.final.crit_share_pct": 75.5,
  "antenna_found_initial": 1,
  "warnings": 33,
  "area_delta_synth_final_pct": 47.8,
  "criticalPathCategory": "primary input to output port",
  "wl_per_cell_um": 10.5,
  "run_status": "finished clean",
  "yosysTopAreaCellShare_pct": 52.2
}
[tightest hold or removal path: stages]
cell,delay (ns)
sky130_fd_sc_hd__clkdlybuf4s50_1,0.46
sky130_fd_sc_hd__ha_1,0.13
sky130_fd_sc_hd__clkdlybuf4s50_1,0.47
[per-stage QoR]
step | hold WS [ns] | instance area [µm²]
floorplan | 6.08 | 5830
global placement | 7.06 | 8610
detailed placement | 7.05 | 8610
CTS | 7.06 | 8610
global route | 7.08 | 8610
finish | 7.06 | 8610
[where the power goes]
| part | internal (mW) | switching [mW] | leakage [nW] |
|---|---|---|---|
| clock network | 0 | 0 | 0 |
| registers | 0 | 0 | 0 |
| logic | 1.06 | 0.830 | 4.57 |
[worst paths after layout]
| path | from | endpoint | slack (ns) | cells past startpoint |
|---|---|---|---|---|
| max | K[2] | a[21] | 3.68 | 18 |
| min | maj[0] | a[0] | 7.06 | 3 |
[placed cells by master, fill, tap and decap left out, types with 2 or more instances in the layout]
cell / n
sky130_fd_sc_hd__o21a_1: 4
sky130_fd_sc_hd__a311o_1: 2
sky130_fd_sc_hd__nor2_1: 15
sky130_fd_sc_hd__ha_1: 33
sky130_fd_sc_hd__clkdlybuf4s50_1: 256
sky130_fd_sc_hd__and3_1: 3
sky130_fd_sc_hd__nand2_1: 16
sky130_fd_sc_hd__fa_1: 152
sky130_fd_sc_hd__xnor2_1: 28
sky130_fd_sc_hd__a21oi_1: 16
sky130_fd_sc_hd__or3_1: 2
sky130_fd_sc_hd__nor3_1: 4
sky130_fd_sc_hd__nor2b_1: 2
sky130_fd_sc_hd__a221oi_1: 2
sky130_fd_sc_hd__a211oi_1: 2
sky130_fd_sc_hd__o21ai_1: 3
sky130_fd_sc_hd__a21boi_0: 3
sky130_fd_sc_hd__a21o_1: 11
sky130_fd_sc_hd__a31oi_1: 7
sky130_fd_sc_hd__xor2_1: 9
sky130_fd_sc_hd__nand3_1: 7
sky130_fd_sc_hd__nand2b_1: 6
sky130_fd_sc_hd__o21ai_0: 11
sky130_fd_sc_hd__inv_1: 334
[synth_stat cells (3+ instances only)]
master,number
sky130_fd_sc_hd__nor3_1,4
sky130_fd_sc_hd__nand3_1,7
sky130_fd_sc_hd__a21o_1,11
sky130_fd_sc_hd__ha_1,33
sky130_fd_sc_hd__nor2_1,15
sky130_fd_sc_hd__inv_1,334
sky130_fd_sc_hd__fa_1,152
sky130_fd_sc_hd__a31oi_1,7
sky130_fd_sc_hd__o21ai_0,11
sky130_fd_sc_hd__and3_1,3
sky130_fd_sc_hd__o21a_1,4
sky130_fd_sc_hd__a21oi_1,16
sky130_fd_sc_hd__nand2_1,16
sky130_fd_sc_hd__o21ai_1,3
sky130_fd_sc_hd__xor2_1,9
sky130_fd_sc_hd__nand2b_1,6
sky130_fd_sc_hd__a21boi_0,3
sky130_fd_sc_hd__xnor2_1,28
[metal layers]
layer  global-route usage (%)  up-vias  share of wire [%]
li1                         -     2405                  -
met1                     23.2     2228                 39
met2                     31.3      162                 50
met3                     4.74        2                 11
met4                        0        2                  0
met5                        0        -               0.10
[cell families after synthesis]
logic type / Yosys count
buffers and inverters: 335
and+or+nand+nor: 61
AOI/OAI and AO/OA: 71
muxes: 1
xor gates and xnor gates: 37
adders and majority gates: 185
[final cells by class]
cell class	count	area share, %
Multi-Input combinational cell	355	53.1
Timing Repair Buffer	256	29.8
Inverter	334	14.6
Tap cell	180	2.61
No activity file was given, so power comes from the tool's default toggle rates.
