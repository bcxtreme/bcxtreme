<file path="flow/config.mk">
export PLATFORM = sky130hd
export DESIGN_NAME = nonce_decoder
export DESIGN_NICKNAME = nonce_decoder
export VERILOG_FILES = /design/flow/design.v
export SDC_FILE = /design/flow/constraint.sdc
export NUM_CORES = 4
export LEC_CHECK = 1
export CORE_UTILIZATION = 30
</file>
<file path="flow/constraint.sdc">
current_design nonce_decoder

set clk_period 10.6
set clk_io_pct 0.2

create_clock -name clk0 -period $clk_period [get_ports {clk}]

set non_clock_inputs [all_inputs -no_clocks]
set_input_delay [expr $clk_period * $clk_io_pct] -clock clk0 $non_clock_inputs
set_output_delay [expr $clk_period * $clk_io_pct] -clock clk0 [all_outputs]
</file>
<file path="flow/design.v">
interface blockStoreIfc(input logic clk);
	logic writeValid;
	logic writeReady;
	logic [7:0] blockData;
	modport reader(
		input writeValid, input blockData,
		output writeReady
	);
endinterface
interface minerIfc(input logic clk);
	logic rst;
	logic resultValid;
	logic success;
	modport dut (
		input rst,
		output resultValid,
		output success
	);
endinterface
interface nonceBufferIfc(input logic clk);
	logic readReady;
	logic nonce;
	logic error;
	modport writer(
		input readReady,
		output nonce,
		output error
	);
endinterface
interface processorResultsIfc #(parameter NUM_CORES=10)(input logic clk);
	parameter PARTITIONBITS = $clog2(NUM_CORES);
	logic success;
	logic[PARTITIONBITS-1:0] processor_index;
	modport writer(output success, output processor_index);
	modport reader(input success, input processor_index);
endinterface
module nonce_decoder #(parameter NUM_CORES=10, parameter BROADCAST_CNT=100)
(
	input logic clk,
	input logic rst,
	input logic valid_i,
	input logic newblock_i,
	processorResultsIfc.reader rawinput_i,
	output logic valid_o,
	output logic success_o,
	output logic[31:0] nonce_o
);
	parameter PARTITIONBITS = $clog2(NUM_CORES);
	parameter TARGET = BROADCAST_CNT * NUM_CORES;
	logic is_reading, was_reading;
	logic[31:0] count_new;
	logic[31:0] count_old;
	rff #(.WIDTH(1)) reading_ff(.clk, .rst, .data_i(is_reading), .data_o(was_reading));
	always_comb begin
		if(~valid_i)
			is_reading=was_reading;
		else if (newblock_i)
			is_reading = 1;
		else if (was_reading)
			is_reading = (count_new <= TARGET);
		else 
			is_reading=0;
	end
	logic is_last_of_block;
	logic was_last_of_block;
	assign is_last_of_block= (count_old+NUM_CORES)==TARGET;
	rff #(.WIDTH(1)) lastboflblk_ff(.clk, .rst, .data_i(is_last_of_block), .data_o(was_last_of_block));
	rff #(.WIDTH(32)) f(.clk,.rst,.data_i(count_new),.data_o(count_old));
	always_comb begin
		if (!valid_i)
			count_new = count_old;
		else if (newblock_i)
			count_new = 0;
		else
			count_new = count_old + NUM_CORES;
	end
	logic[31:0] nonce_tmp;
	assign nonce_tmp=count_new + rawinput_i.processor_index;
	logic found_new_nonce;
	assign found_new_nonce= is_reading && valid_i && rawinput_i.success;
	logic[31:0] validNonce_new;
	logic[31:0] validNonce;
	rff #(.WIDTH(32)) validNonce_ff(.clk, .rst, .data_i(validNonce_new), .data_o(validNonce));
	assign validNonce_new = found_new_nonce ? nonce_tmp : validNonce;
	logic success;
	logic success_new;
	rff #(.WIDTH(1)) success_ff(.clk, .rst, .data_i(success_new), .data_o(success));
	assign success_new = (is_reading && rawinput_i.success) || (success && !was_last_of_block);
	assign valid_o = was_last_of_block;
	assign success_o = success;
	assign nonce_o = validNonce;
endmodule
module rff #(parameter WIDTH = 1)
(
	input clk,
	input rst,
	input [WIDTH - 1: 0] data_i,
	output [WIDTH - 1: 0] data_o
);
	reg[WIDTH - 1: 0] mem;
	always_ff @(posedge clk) begin
		if (rst)
			mem <= 0;
		else
			mem <= data_i;
	end
	assign data_o = mem;
endmodule
</file>
<file path="flow/run.sh">
#!/bin/bash
# OpenROAD 26Q1-2900-gdf79404cd8, Yosys 0.63+post, stock flow scripts
make -C /OpenROAD-flow-scripts/flow DESIGN_CONFIG=/design/flow/config.mk WORK_HOME=/design/flow/orfs finish
</file>
==> impl.org <==
#+TITLE: Flow metrics

** STA
- In the finished design, the share of the clock period the worst path needs comes to 39.81%.
- Per the slew report, the remaining headroom to the max-slew limit stands at 45.02%.
- Static timing analysis puts the maximum clock frequency at 237.0 MHz.
- Setup repair after global routing missed its margin :: false
- Final slew viol count :: 0
- In the final timing run, aggregate negative setup slack is 0 ns.
- Once routing completed, OpenROAD measured the worst setup slack at 6.380 ns.
- Endpoints failing hold in the final report were tallied at 0.
- The pin closest to its max-slew limit shows a slew of 0.8222 ns.
- From the final report, the count of setup violators was given as 0.
- Setup clock skew after layout :: 0.007929 ns
- Final Critical Period :: 4.220 ns

** Power and ir drop
- Pwr dens :: 101.7 nW/um^2
- IR Drop Worst-Case VDD :: 44.79 uV
- Leakage dissipation :: 0.8825 nW

** CTS
- Number of levels the H-tree was split into :: 2
- Clock latency of the later-clocked register in the worst-skew pair :: 0.29 ns
- Clock-pin slew on the worst setup and hold paths :: 0.08 ns
- Clock tree synthesis found a total of 33 sinks.
- The number of clock buffers added by TritonCTS is 5.
- CTS-repair resized insts :: 0
- TritonCTS clock tree :: yes
- Buffers inserted to repair hold after CTS numbered 0.
- Post-CTS timing repair inserted 0 buffers for setup.
- The clock passes through at most 2 buffers.
- CTS root buffer :: sky130_fd_sc_hd__clkbuf_8

** Place
- Routability-driven placement finished with a final weighted congestion of 0.9163.
- Worst-case setup slack after placement :: 6.118 ns
- After legalization and detailed placement, the total HPWL measured 3547 um.
- I/O Buffers :: 5

** Synth
- Async SR Flop Fraction :: 0%
- Top FF cell, synth :: sky130_fd_sc_hd__dfxtp_1
- Each instance of the synthesized netlist takes up on average 7.432 um^2.
- Sequential area share after synthesis :: 28.13%
- Total cells reported by yosys after synthesis :: 316
- Synth Instances :: 316
- The synthesis report lists the Yosys warning total as 9.
- Summing every instance area after synthesis gives 2349 um^2.
- Number of enable-type register cells in the synthesized netlist :: 0
- Number of different library cells in the post-synthesis netlist :: 58
- Registers, synthesis :: 33
- In the synthesis report, Yosys lists the chip area as 2349 um^2.

** Setup path
- Data on the critical path is required at its endpoint by 10.82 ns.
- Sort of element at the end of the critical path :: flip-flop
- Data arrival time of the worst path :: 4.44 ns
- Critical path class :: input pin to flip-flop
- Beginning of the critical path :: valid_i
- Crit path max fanout :: 26
- The startpoint identified for the worst register-to-register timing path is f.mem[1]$_SDFFE_PP0P_.
- STA classifies the critical path startpoint as an input pin.

** Routing
- Antenna Nets Post-Route :: 0
- Iter 0 DRT Violations :: 119
- Via count of the routed design :: 2140
- Wires add up to 5330 um.
- For this run, the script counts the antenna cells in the layout as 0.
- Drt wl/cell :: 12.97 um
- Iteration count of the initial detailed-routing pass :: 4
- Average vias per placed instance :: 5.207
- The DRC violation total left in the routed layout is recorded as 0.

** Worst hold path
- The startpoint identified for the worst hold timing path is lastboflblk_ff.mem$_SDFF_PP0_.
- Tightest Hold Check Type :: flip-flop to flip-flop

** Floorplan
- According to the floorplan report, the die height is 90.48 um.
- After floorplanning, the die was sized to cover 8186 um^2.
- Total core area :: 7408 um^2
- From left edge to right edge, the die measures 90.48 um.
- 38 I/O pins were placed.
- FP Core Util :: 31.70%
- Count of standard-cell rows :: 31

** Run status
- The run finished with clean final reports.

** Global routing
- GR Util All Layers :: 13.28%
- The via count of the first global-routing pass came to 1823.
- Entering global routing, the biggest net connects 34 pins.
- The first global-routing pass estimated 8976 um of wire.
- Total congestion overflow :: 0
- Antenna violations before repair :: 0

** Final layout
- Summing all multi-input logic gate instances after layout gives 1454 um^2.
- The layout summary lists the proportion of cells stronger than drive strength 1 as 6.410%.
- Across the whole layout, storage elements account for 660.6 um^2.
- # fillers :: 765
- Area growth from synthesis to layout :: 3.836%

** Flow run
- Across the run, the number of max-cap violations was 0.
- In this run the tools logged warnings totalling 25.
cells in the final DEF (no fill, tap or decap), drive strengths merged, types with 3 or more instances in the layout:
| master | count |
|---|---|
| buf | 4 |
| o21ai | 28 |
| nand3 | 7 |
| a21oi | 30 |
| nor3b | 4 |
| nand3b | 3 |
| and3 | 11 |
| dfxtp | 33 |
| xnor2 | 7 |
| nor3 | 15 |
| a22oi | 4 |
| inv | 4 |
| nor2 | 34 |
| clkdlybuf4s50 | 5 |
| a31oi | 3 |
| nor4 | 10 |
| conb | 32 |
| nand2 | 22 |
| xor2 | 3 |
| clkbuf | 7 |
| nand4 | 11 |
cell type report:
cell class | instances | area share, %
well taps | 99 | 5.080
clock buffers | 7 | 3.951
clock inverters | 1 | 0.2052
flip-flops and latches | 33 | 27.09
multi-input cells | 257 | 59.62
inverters | 5 | 0.7696
repair buffers | 9 | 3.284
cell usage after synthesis (3+ instances only):
library cell / instances / share of area (%)
sky130_fd_sc_hd__nand4_1: 10 / 2.7
sky130_fd_sc_hd__dfxtp_1: 33 / 28
sky130_fd_sc_hd__inv_1: 4 / 0.64
sky130_fd_sc_hd__nand3_1: 7 / 1.5
sky130_fd_sc_hd__a31oi_1: 3 / 0.80
sky130_fd_sc_hd__clkbuf_1: 16 / 2.6
sky130_fd_sc_hd__buf_4: 32 / 10
sky130_fd_sc_hd__nor2_1: 34 / 5.4
sky130_fd_sc_hd__nor4_1: 8 / 2.1
sky130_fd_sc_hd__nand3b_1: 3 / 0.96
sky130_fd_sc_hd__xnor2_1: 7 / 2.6
sky130_fd_sc_hd__and3_1: 11 / 2.9
sky130_fd_sc_hd__o21ai_0: 28 / 6.0
sky130_fd_sc_hd__nand2_1: 22 / 3.5
sky130_fd_sc_hd__a22oi_1: 4 / 1.3
sky130_fd_sc_hd__xor2_1: 3 / 1.1
sky130_fd_sc_hd__nor3_1: 13 / 2.8
sky130_fd_sc_hd__a21oi_1: 30 / 6.4
sky130_fd_sc_hd__nor3b_1: 4 / 1.3
cells by family after synthesis:
kind of cell,after synthesis,share of synthesized area [%]
AND-OR/OR-AND,79,19.71
XOR/XNOR,10,3.730
adder cells (fa/ha/maj),1,0.5327
buffers and inverters,57,14.92
flip-flops,33,28.13
multiplexers,1,0.4262
other,1,0.1597
AND/OR/NAND/NOR,134,32.39
through the flow:
stage,total power [mW],util [%],std cells,cell area [um^2],hold slack [ns]
2_1_floorplan,0.1468,-,347,2465,0.3729
3_3_place_gp,0.1437,31.55,403,2337,0.4120
3_5_place_dp,0.1438,31.55,403,2337,0.4079
4_1_cts,0.2529,32.92,411,2439,0.4188
5_1_grt,0.2592,32.92,411,2439,0.4320
6_report,0.2481,32.92,411,2439,0.4172
metal layers:
layer | share of wire (%) | up-vias | wire length (um) | global-route usage (%)
met2 | 43 | 67 | 2274 | 19.57
met1 | 50 | 995 | 2669 | 21.52
li1 | - | 1070 | - | -
met5 | 0 | - | 0 | 0
met3 | 6.2 | 8 | 332 | 1.880
met4 | 0.99 | 0 | 53 | 1.075
report_power, final:
| group | leakage, nW | switching, mW | total [mW] | internal, mW |
|---|---|---|---|---|
| registers | 0.266 | 0.000895 | 0.125 | 0.125 |
| clock network | 0.0542 | 0.0483 | 0.107 | 0.0587 |
| logic | 0.562 | 0.0110 | 0.0156 | 0.00467 |
critical path, stage by stage:
cell and delay (ns):
sky130_fd_sc_hd__clkdlybuf4s50_1 1.01, sky130_fd_sc_hd__clkinv_1 0.50, sky130_fd_sc_hd__nor2_1 0.50, sky130_fd_sc_hd__nand4b_1 0.15, sky130_fd_sc_hd__a21oi_1 0.17
final timing paths:
kind              depth (start not counted)                            end  slack, ns
hold reg to reg                           1      success_ff.mem$_SDFF_PP0_       0.42
setup / recovery                          5         f.mem[17]$_SDFFE_PP0P_       6.38
setup reg to reg                          7  lastboflblk_ff.mem$_SDFF_PP0_       7.76
hold / removal                            1      success_ff.mem$_SDFF_PP0_       0.42
state kept, by name, summed over array words and instances, names as in the netlist:
| name | count |
|---|---|
| f.mem | 31 |
| success_ff.mem | 1 |
| lastboflblk_ff.mem | 1 |
Power and IR drop assume default switching activity.
