==> design/flow/config.mk <==
export PLATFORM = sky130hd
export DESIGN_NAME = secondary_ff_array
export DESIGN_NICKNAME = secondary_ff_array
export VERILOG_FILES = /design/flow/design.v
export SDC_FILE = /design/flow/constraint.sdc
export NUM_CORES = 4
export LEC_CHECK = 1
export CORE_AREA = 10 10 338 338
export DIE_AREA = 0 0 348 348
==> design/flow/constraint.sdc <==
current_design secondary_ff_array

set clk_period 14.1
set clk_io_pct 0.2

create_clock -name clk0 -period $clk_period [get_ports {clk}]

set non_clock_inputs [all_inputs -no_clocks]
set_input_delay [expr $clk_period * $clk_io_pct] -clock clk0 $non_clock_inputs
set_output_delay [expr $clk_period * $clk_io_pct] -clock clk0 [all_outputs]
==> design/flow/design.v <==
interface blockStoreIfc(input logic clk);
	logic writeValid;
	logic writeReady;
	logic [7:0] blockData;
	modport reader(
		input writeValid, input blockData,
		output writeReady
	);
endinterface
interface minerIfc(input logic clk);
	logic rst;
	logic resultValid;
	logic success;
	modport dut (
		input rst,
		output resultValid,
		output success
	);
endinterface
interface nonceBufferIfc(input logic clk);
	logic readReady;
	logic nonce;
	logic error;
	modport writer(
		input readReady,
		output nonce,
		output error
	);
endinterface
interface processorResultsIfc #(parameter NUM_CORES=10)(input logic clk);
	parameter PARTITIONBITS = $clog2(NUM_CORES);
	logic success;
	logic[PARTITIONBITS-1:0] processor_index;
	modport writer(output success, output processor_index);
	modport reader(input success, input processor_index);
endinterface
module secondary_ff_array #(parameter NCYCLES=6, parameter LOGNCYCLES=$clog2(NCYCLES)) (
	input logic clk,
	input logic rst,
	input logic write,
	input logic[351:0] inputState,
	output logic writeReady,
	output logic [351:0] initialState,
	output logic newBlock,
	output logic outputValid
);
logic reading;
assign reading=write & writeReady;
logic[351:0] current_state;
ff #(.WIDTH(352)) storage(.clk,.data_i(current_state),.data_o(initialState));
assign current_state=reading?inputState:initialState;
logic[LOGNCYCLES:0] next_round;
logic[LOGNCYCLES:0] round;
logic[LOGNCYCLES:0] next;
ff #(.WIDTH(LOGNCYCLES+1)) curr_round(.clk,.data_i(next_round),.data_o(round));
assign next=(round==NCYCLES)?round:round+1'd1;
always_comb begin
   if(rst) begin
      next_round=NCYCLES;
   end else begin
      next_round=reading?0:next;
   end
end
assign writeReady=(next==NCYCLES);
assign outputValid= (round!=NCYCLES);
assign newBlock=(round==0);
endmodule
module block_storage #(parameter NCYCLES=64,parameter LOGNCYCLES=$clog2(NCYCLES)) (
	input logic clk,
	input logic rst,
	blockStoreIfc.reader blkRd,
	coreInputsIfc.writer broadcast
);
	logic rFull;
	logic[351:0] rOut;
	wire [351:0] initialState;
	assign {broadcast.hashstate.a, broadcast.hashstate.b, broadcast.hashstate.c, broadcast.hashstate.d, 
	        broadcast.hashstate.e, broadcast.hashstate.f, broadcast.hashstate.g, broadcast.hashstate.h,
	        broadcast.w1,          broadcast.w2,          broadcast.w3} = initialState;
	logic secondaryReady;
	logic transfer;
	assign transfer=secondaryReady & rFull;
	secondary_ff_array #(.NCYCLES(NCYCLES)) sff (
		.clk,
		.rst,
		.write(rFull),
		.inputState(rOut),
		.writeReady(secondaryReady),
		.initialState,
		.newBlock(broadcast.newblock),
		.outputValid(broadcast.valid)
	);
	shift_register r (
		.clk,
		.rst,
		.write_valid(blkRd.writeValid),
		.write_ready(blkRd.writeReady),
		.read(secondaryReady),
		.block_data(blkRd.blockData),
		.full(rFull),
		.out(rOut)
	);
endmodule
module ff #(parameter WIDTH=32) (
  input clk, 
  input[WIDTH-1:0] data_i,
  output[WIDTH-1:0] data_o);
  reg[WIDTH-1:0] tmp;
  assign data_o=tmp;
  always_ff @(posedge clk) begin
    tmp <=data_i;
  end
endmodule
==> design/flow/run.sh <==
#!/bin/bash
# OpenROAD 26Q1-2900-gdf79404cd8, Yosys 0.63+post, stock flow scripts
make -C /OpenROAD-flow-scripts/flow DESIGN_CONFIG=/design/flow/config.mk WORK_HOME=/design/flow/orfs finish
==> results.txt <==
The flow run is done. Number of instances in the synthesized netlist landed at 384. The report shows a maximum critical-path fanout of 7. After the first detailed-routing iteration, the DRC count stood at 225. Final hold analysis gives a worst-case slack of 0.601 ns.

Measured in cells, the most critical reg-to-reg path has a length of 7. In this run the critical register-to-register path is captured at storage.tmp[182]$_DFFE_PP_. Time the worst path needs with I/O delays and setup landed at 5.39 ns.

Per Yosys stat, the portion of area used by sequential elements is 98.3%. Number of warnings issued by yosys landed at 3. Looking at the power breakdown, sequential logic takes 44.3% of the total. Share of power burned in the clock network landed at 32.9%.

CTS saw 356 sinks. STA reports a reg2reg setup slack of 10.29 ns. Signal arrival time at the worst endpoint landed at 2.57 ns. The floorplan step defined a die boundary enclosing 121000 um^2. For reference, the clock transition at the flip-flops on the worst setup and hold paths is 0.06 ns.

Largest net degree at the start of global routing landed at 98. Design internal power landed at 2.67 mW. For this design, Yosys synthesis ends with a cell count of 384. In the layout the commonest cells are sky130_fd_sc_hd__clkdlybuf4s50_1 (709), sky130_fd_sc_hd__edfxtp_1 (352), sky130_fd_sc_hd__clkbuf_16 (47), sky130_fd_sc_hd__clkinv_2 (8), sky130_fd_sc_hd__clkinv_1 (8). The flow reported a cell area power density of 169 nW/um^2. Summing every instance area after synthesis gives 10800 um^2. Number of remaining DRC errors landed at 0. The number of global-route vias before repair is 7657. For this design the static power due to leakage is 6.88 nW. Per the detail_route report, routed wire per instance is 24.5 um.

The endpoint of the worst hold path is reported as curr_round.tmp[3]$_SDFF_PP0_. Area of the core landed at 107000 um^2. Recorded from the global router log, the overflow total was 0. Share of total power in combinational logic landed at 22.8%. Setup slack on the worst path after placement came out at 8.26 ns. Total cell area at the placement stage landed at 19800 um^2. Looking at the post-CTS report, the setup buffer insertion count equals 0. In this run the layout overhead on the synthesized area is reported as 96.2%. For this run, the final setup violation count is recorded as 0. Setup repair after global routing left no endpoint under its margin. The slew check shows that the tightest pin keeps a relative margin of 48.5%.

In this run, post-CTS repair resized a total of 0 instances. The worst setup path is captured at an output pin. The report puts the hold buffer count at CTS at 0. Per the cell usage report, the commonest logic cell in the layout is sky130_fd_sc_hd__clkdlybuf4s50_1. TritonCTS built the clock tree. Utilization of the core after routing landed at 19.9%. Chip area estimate from yosys synthesis landed at 10800 um^2.

Derived from the worst setup path, the maximum achievable clock frequency is 185 MHz. The wire length recorded after detailed routing is 63.5 mm. Counting pins that exceed their max-slew limit in the final report gives 0. Per the CTS log, the buffer count on the longest clock path is 3. Number of clock buffers inserted by TritonCTS landed at 45. Overall power consumption after layout is estimated at 3.59 mW.

The run finished with clean final reports. Number of maximum-capacitance constraint violations landed at 0. Number of cells on the worst hold path landed at 2. Total via count after detailed routing landed at 7173.

Pin placement for this block handled 710 I/O pins. Count of TritonRoute iterations in the first routing pass landed at 4. According to the dpl log, the detail-placed design has an HPWL of 54.5 mm. The netlist uses 22 different library cells.

Excluding fillers, the count of instances in the completed layout stands at 2590. Number of antenna violations at the first check in global routing landed at 57. H-tree depth reported by CTS landed at 2. After filler insertion, the fill cell instance count of the layout stands at 11300.

Vertical die size landed at 348 um. Worst setup margin landed at 8.71 ns. The congestion estimate from routability-driven global placement came to 0.832. Wire length of the first global-routing pass landed at 79.4 mm. For this design the total switching power over the nets is 0.920 mW. Switching share of power landed at 25.7%. Mean instance size in the synthesized netlist landed at 28.2 um^2. Hold violation total from the final report landed at 0. Residual antenna-violating net count after detailed routing landed at 0. The critical path is of the reg -> out type.

Actual transition at the worst max-transition pin landed at 0.772 ns. Final worst clock skew landed at 0.0125 ns. STA classifies the critical path startpoint as a flip-flop.

The launch point of the worst register-to-register path is recorded as curr_round.tmp[0]$_SDFF_PP0_. The count of buffers added on input and output ports is 709. Number of instances in the placed design landed at 2501. The OpenROAD report gives the critical path a required time of 11.28 ns. The worst hold path begins at curr_round.tmp[3]$_SDFF_PP0_.

Flip-flop and latch count after synthesis landed at 356. The later pin in the worst-skew pair is clocked with a latency of 0.61 ns. Post-route standard cell area excluding fillers landed at 21300 um^2. In this run the horizontal extent of the chip is 348 um.

Placement row count landed at 120. Count of warning messages emitted by the tools landed at 27. In the global route stage, overall resource usage came out at 10.3%. After layout, the worst path uses 38.3% of the clock period.

Fraction of layout instances using a drive strength above 1 landed at 6.61%. Core utilization at floorplan landed at 10.1%. CTS placed an instance of sky130_fd_sc_hd__clkbuf_16 at the clock tree root. Maximum vdd drop landed at 0.0000960 V. Post-detailed-route via-to-cell ratio landed at 2.77.

Sum of negative setup slack landed at 0 ns. STA reports the tightest min-delay check as being of type reg -> reg.
-- worst max-delay path, stage by stage, from the launching register on --
cell                              delay [ns]
sky130_fd_sc_hd__dfxtp_1                0.44
sky130_fd_sc_hd__inv_1                  0.11
sky130_fd_sc_hd__ha_1                   0.25
sky130_fd_sc_hd__or3_1                  0.33
sky130_fd_sc_hd__a21oi_2                0.21
sky130_fd_sc_hd__o31a_1                 0.16
sky130_fd_sc_hd__clkdlybuf4s50_1        0.48
-- synthesized netlist by cell type, drive strengths merged --
library cell | number | share of area [%]
a21o | 1 | 0.069
nand2 | 1 | 0.035
dfxtp | 4 | 0.74
o31a | 1 | 0.081
a21oi | 2 | 0.13
ha | 3 | 0.35
o21bai | 1 | 0.069
nand3 | 2 | 0.092
edfxtp | 352 | 98
nor3 | 2 | 0.092
o31ai | 1 | 0.069
o311a | 1 | 0.092
and3 | 1 | 0.058
or3 | 1 | 0.058
nand3b | 2 | 0.14
o21ai | 1 | 0.046
nand2b | 1 | 0.058
nor2 | 3 | 0.13
inv | 2 | 0.069
and2 | 2 | 0.12
-- worst max path at each step --
stage                                start  slack [ns]  cells past startpoint         end
global route  curr_round.tmp[0]$_SDFF_PP0_        8.54                      6  writeReady
finish        curr_round.tmp[0]$_SDFF_PP0_        8.71                      6  writeReady
CTS           curr_round.tmp[0]$_SDFF_PP0_        8.64                      6  writeReady
-- sequential cells by signal, indices dropped and copies added (netlist names) --
signal          count
storage.tmp       352
curr_round.tmp      4
-- cell families after synthesis --
family                     Yosys count  share of synthesized area (%)
AOI/OAI and AO/OA                    8                          0.554
adders and majority gates            3                          0.346
buffers and inverters                2                         0.0693
DFF                                356                           98.3
and+or+nand+nor                     15                          0.773
-- power groups by stage --
stage	clock (mW)	sequential, mW	combinational (mW)
after global routing	1.28	1.61	0.903
final	1.18	1.59	0.818
after CTS	1.24	1.60	0.854
-- area by class of cell --
class	count	area, um^2	area share [%]
Tap cell	1403	1760	8.25
Timing Repair Buffer	714	7150	33.6
Clock inverter	31	304	1.43
Clock buffer	51	1190	5.60
Inverter	2	7.51	0.0353
Multi-Input combinational cell	26	193	0.906
Antenna cell	7	17.5	0.0824
Sequential cell	356	10700	50.1
-- metal layers --
metal	share of wire (%)	routed length, um	global-route usage [%]
met1	34	21600	10.9
met2	43	27400	15.0
met3	20	12600	9.38
met4	2.7	1690	2.67
met5	0.27	169	0
No activity file was given, so power comes from the tool's default toggle rates.
