[./design.v]
interface blockStoreIfc(input logic clk);
	logic writeValid;
	logic writeReady;
	logic [7:0] blockData;
	modport reader(
		input writeValid, input blockData,
		output writeReady
	);
endinterface
interface minerIfc(input logic clk);
	logic rst;
	logic resultValid;
	logic success;
	modport dut (
		input rst,
		output resultValid,
		output success
	);
endinterface
interface nonceBufferIfc(input logic clk);
	logic readReady;
	logic nonce;
	logic error;
	modport writer(
		input readReady,
		output nonce,
		output error
	);
endinterface
interface processorResultsIfc #(parameter NUM_CORES=10)(input logic clk);
	parameter PARTITIONBITS = $clog2(NUM_CORES);
	logic success;
	logic[PARTITIONBITS-1:0] processor_index;
	modport writer(output success, output processor_index);
	modport reader(input success, input processor_index);
endinterface
module nonce_buffer (
	input logic clk,
	input logic rst,
 	input logic valid,
	input logic success,
	input logic[31:0] nonce_i,
	output logic valid_o,
	output logic success_o,
	input logic readready,
	output logic nonce_o,
	output logic error
);
wire[31:0] stored_nonce;
logic enable_write_to_stored_nonce;
assign enable_write_to_stored_nonce = ( valid && success );
eff #(32) stored_nonceff (.clk, .rst, .enable( enable_write_to_stored_nonce ), .data_i( nonce_i ), .data_o( stored_nonce ) );
logic[31:0] output_mask;
logic[31:0] next_output_mask;
ff #(32) omask(.clk,.data_i(next_output_mask),.data_o(output_mask));
always_comb begin
	if(rst) begin
		next_output_mask=32'd1;
	end else if(readready) begin
		next_output_mask=(1<<1);
	end else if(output_mask!=1) begin
		next_output_mask=(output_mask<<1) | (output_mask >>31);   
	end else next_output_mask=output_mask;
end
logic[31:0] masked;
assign masked =output_mask & stored_nonce;
assign nonce_o = | ( output_mask & stored_nonce ) ;
rff #(1) valid_ff(.clk,.rst,.data_i(valid),.data_o(valid_o));
ff #(1) success_ff(.clk,.data_i(success),.data_o(success_o));
logic full;
logic next_full;
rff #(1) fullff(.clk,.rst,.data_i(next_full),.data_o(full));
always_comb begin
	if(full) begin
		next_full=(output_mask==1) || next_output_mask!=1;
	end else begin
		next_full=enable_write_to_stored_nonce;
	end
end
logic errored;
logic next_errored;
rff #(1) err(.clk,.rst,.data_i(next_errored),.data_o(errored));
logic overflow;
assign overflow=(enable_write_to_stored_nonce & full);
logic underflow;
assign underflow=readready && (output_mask!=1);
assign next_errored=errored | overflow | underflow;
assign error=errored;
endmodule
module eff #(parameter WIDTH = 1)
(
	input clk,
	input rst,
	input enable,
	input [WIDTH - 1: 0] data_i,
	output [WIDTH - 1: 0] data_o
);
	reg[WIDTH - 1: 0] mem;
	always_ff @(posedge clk) begin
		if (rst)
			mem <= 0;
		else
			mem <= enable ? data_i : mem;
	end
	assign data_o = mem;
endmodule
module ff #(parameter WIDTH=32) (
  input clk, 
  input[WIDTH-1:0] data_i,
  output[WIDTH-1:0] data_o);
  reg[WIDTH-1:0] tmp;
  assign data_o=tmp;
  always_ff @(posedge clk) begin
    tmp <=data_i;
  end
endmodule
module rff #(parameter WIDTH = 1)
(
	input clk,
	input rst,
	input [WIDTH - 1: 0] data_i,
	output [WIDTH - 1: 0] data_o
);
	reg[WIDTH - 1: 0] mem;
	always_ff @(posedge clk) begin
		if (rst)
			mem <= 0;
		else
			mem <= data_i;
	end
	assign data_o = mem;
endmodule
[./run.sh]
#!/bin/bash
# OpenROAD 26Q1-2900-gdf79404cd8, Yosys 0.63+post, stock flow scripts
make -C /OpenROAD-flow-scripts/flow DESIGN_CONFIG=/design/flow/config.mk WORK_HOME=/design/flow/orfs finish
[./config.mk]
export PLATFORM = sky130hd
export DESIGN_NAME = nonce_buffer
export DESIGN_NICKNAME = nonce_buffer
export VERILOG_FILES = /design/flow/design.v
export SDC_FILE = /design/flow/constraint.sdc
export NUM_CORES = 4
export LEC_CHECK = 1
export CORE_UTILIZATION = 40
[./constraint.sdc]
current_design nonce_buffer

set clk_period 2.0
set clk_io_pct 0.2

create_clock -name clk0 -period $clk_period [get_ports {clk}]

set non_clock_inputs [all_inputs -no_clocks]
set_input_delay [expr $clk_period * $clk_io_pct] -clock clk0 $non_clock_inputs
set_output_delay [expr $clk_period * $clk_io_pct] -clock clk0 [all_outputs]
==> run notes <==
Status of the implementation.

- Per the post-synthesis stats, the area per cell is 9.102 um^2.
- The flow measured a signed area growth from synthesis to layout of 30.94%.
- The initialized floorplan defines 27 standard-cell rows.
- The first-pass GRT wire length is 8.424 mm, for reference.
- The number of top-level design ports is 41, for reference.
- The number of antenna violations at the first check in global routing is 0.
- The summed instance area of the synthesized netlist is 0.002321 mm^2, for reference.
- The class of the worst hold path is flop to flop, for reference.
- From bottom edge to top edge, the die measures 78.18 um.
- For this run the aggregate overflow at the end of global routing stands at 0.
- The script logs the mean routed wire length per placed instance as 13.73 um.
- For this run, the detailed router's first-pass iteration total came to 4.
- By startpoint and endpoint, the worst setup path is classified as flop to primary output.
- The floorplan core area is 0.005540 mm^2, for reference.
- The number of cell instances after yosys synthesis is 255, for reference.
- The transition time of the tightest slew-check pin is 0.3645 ns, for reference.
- The number of global-route vias before repair is 1768, for reference.
- The number of antenna-violating nets in the routed design is 0, for reference.
- The total tool warning count is 27, for reference.
- Looking at the critical path, the highest net fanout was 2.
- The cell count after synthesis is 255, for reference.
- Across every metal layer, demand over resource in global routing totals 18.77%.
- CTS added clock buffers totalling 9.
- The sum of net half-perimeters after detailed placement is 3.603 mm, for reference.
- The later-pin clock latency in the skew report is 0.33 ns, for reference.
- Data arrives at the worst endpoint at 1.63 ns.
- The utilization after layout is 54.86%, for reference.
- The area of the chip is 0.006111 mm^2, for reference.
- The run finished, with violations left.
- The startpoint type of the worst setup path is a flop, for reference.
- The number of failing hold endpoints at the final stage is 0, for reference.
- The CTS tree is yes, for reference.
- The routed design could run at a clock period as short as 2.030 ns.
- Per the detail_route report, the via count comes to 1824.
- On the final layout, the worst clock skew is 0.004892 ns.
- The via count normalized by instance count is 4.864, for reference.
- The longest clock path from root to sink contains 2 buffers.
- RePlAce ended its routability-driven mode at a weighted congestion of 0.8846.
- The effective utilization at floorplan is 41.89%, for reference.
- The slack of the worst reg-to-reg path is 0.44 ns, for reference.
- The number of warning messages in the yosys log is 5, for reference.
- The detailed router reported a total wirelength of 5.149 mm.
- The share of synthesized area occupied by flip-flops and latches is 58.65%, for reference.
- CTS built an H-tree with a depth of 3.
- The total of flip-flops plus latches after synthesis is 68, for reference.
- Post-route period utilization is reported as 101.5%.
- The worst setup path is captured at a primary output.
- Looking at the worst setup and hold paths, the clock pins of their registers show a slew of 0.06 ns.
- The endpoint required time on the critical path is 1.60 ns, for reference.
- The post-synth tally of flip-flops with integrated enable is 0, for reference.
- Setup repair after global routing could not meet its margin everywhere.
- The total leakage power is 1.142 nW, for reference.
- The post-synthesis async set-or-reset flop share is 0%, for reference.
- The number of diodes is 0, for reference.
- Setup slack on the worst path after placement came out at -0.06020 ns.
- After routing, the total negative slack on setup checks comes to -0.02998 ns.
- The most frequently used flop master after synthesis is sky130_fd_sc_hd__dfxtp_1, for reference.
- The root buffer selected by CTS is sky130_fd_sc_hd__clkbuf_8, for reference.
- The layout summary lists the proportion of cells stronger than drive strength 1 as 11.88%.
- The number of buffers inserted by post-CTS setup repair is 0, for reference.
- Across the VDD grid, the largest voltage drop is 0.0005082 V.
- The clock net sink count is 68, for reference.
- Measured against its own limit, the worst slew margin works out to 75.48%.
- The final worst slack is -0.02998 ns, for reference.
- The final tally of setup violations is 1, for reference.
- The distinct cell type count after synthesis is 21, for reference.
- Fill cells in the final layout number 537.
- The max-slew violation total from the final report is 0, for reference.
- The port buffer count is 40, for reference.
- The checks that failed: negative setup slack.
- The detailed router finished its first iteration with 69 violations.
- The achievable clock frequency is 0.4926 GHz, for reference.
- Entering global routing, the biggest net connects 34 pins.
- The max-capacitance violation count is 0, for reference.
- In the routed design, unresolved DRC markers number 0.
- Hold repair after CTS inserted 0 buffers.
- In the synthesis report, Yosys lists the chip area as 0.002321 mm^2.
- The die outline width is 78.18 um, for reference.
- Dividing total power by cell area gives a power density of 827.0 mW/mm^2.
==> cells in the mapped netlist, types with 2 or more instances <==
| cell type | n | area share, % |
|---|---|---|
| sky130_fd_sc_hd__dfxtp_1 | 68 | 59 |
| sky130_fd_sc_hd__nand2_1 | 65 | 11 |
| sky130_fd_sc_hd__a21oi_1 | 33 | 7.1 |
| sky130_fd_sc_hd__and2_1 | 30 | 8.1 |
| sky130_fd_sc_hd__a22oi_1 | 15 | 4.9 |
| sky130_fd_sc_hd__clkbuf_1 | 7 | 1.1 |
| sky130_fd_sc_hd__nor4_1 | 7 | 1.9 |
| sky130_fd_sc_hd__nand4_1 | 6 | 1.6 |
| sky130_fd_sc_hd__nor2_1 | 5 | 0.81 |
| sky130_fd_sc_hd__buf_2 | 4 | 0.86 |
| sky130_fd_sc_hd__buf_1 | 3 | 0.49 |
| sky130_fd_sc_hd__a41oi_1 | 2 | 0.75 |
| sky130_fd_sc_hd__inv_1 | 2 | 0.32 |
==> layer usage <==
metal / wire [um] / share of wire [%] / track usage (%) / vias to the layer above
met2: 2381 / 46 / 29.39 / 30
met3: 193 / 3.7 / 4.959 / 4
met1: 2553 / 50 / 28.30 / 834
met4: 21 / 0.41 / 1.667 / 0
met5: 0 / 0 / 0 / -
li1: - / - / - / 956
==> state kept, by name, summed over array words and instances (netlist names) <==
name and flops:
stored_nonceff.mem 32, fullff.mem 1, omask.tmp 32, err.mem 1, valid_ff.mem 1, success_ff.tmp 1
==> where the power goes <==
part | leakage, nW | switching, W | internal [W] | total (W)
sequential | 0.556 | 0.0000264 | 0.00140 | 0.00142
combinational | 0.512 | 0.0000809 | 0.000111 | 0.000192
clock | 0.0743 | 0.000443 | 0.000457 | 0.000900
total | 1.14 | 0.000550 | 0.00196 | 0.00251
==> area by class of cell <==
cell class	instances	area [um^2]	share of cell area (%)
Clock buffer	12	145.1	4.776
Inverter	2	7.507	0.2470
Multi-Input combinational cell	171	933.4	30.71
Sequential cell	68	1368	45.00
Tap cell	72	90.09	2.964
Timing Repair Buffer	50	495.5	16.30
==> timing repair <==
| item | 4_1_cts | 5_1_grt |
|---|---|---|
| pin swaps | 5 | 5 |
| cloned | 0 | 0 |
| gates resized | 9 | 7 |
| endpoints found under the setup margin | 1 | 1 |
==> metrics by stage <==
step / hold slack, ns / power [W] / std cells / cell area (um^2)
global placement: 0.4465 / 0.001641 / 363 / 2854
floorplan: 0.4277 / 0.001522 / 255 / 2321
detailed placement: 0.4508 / 0.001642 / 363 / 2854
CTS: 0.4596 / 0.002539 / 375 / 3013
finish: 0.4595 / 0.002513 / 375 / 3039
global route: 0.4791 / 0.002624 / 375 / 3039
==> logic make-up after synthesis <==
family	count (synthesis)	synth area share, %
flops	68	58.65
simple gates	116	23.83
compound gates	55	14.72
buf+inv	16	2.804
==> critical path: stages (launching register included) <==
cell                      delay (ns)
sky130_fd_sc_hd__dfxtp_2        0.33
sky130_fd_sc_hd__a22oi_2        0.20
sky130_fd_sc_hd__nand4_1        0.10
sky130_fd_sc_hd__or4_4          0.55
sky130_fd_sc_hd__buf_2          0.12
==> path summary, 6_finish.rpt <==
check | from | to | depth (start not counted)
worst max-delay path | stored_nonceff.mem[24] | nonce_o | 4
worst min-delay path | stored_nonceff.mem[25] | stored_nonceff.mem[25] | 2
worst max register to register | omask.tmp[19] | err.mem | 5
worst min register to register | stored_nonceff.mem[25] | stored_nonceff.mem[25] | 2
==> cell usage in the layout, fill, tap and decap left out, drive strengths merged <==
cell type,count
clkdlybuf4s50,39
nand4,6
nor4,7
nand2,65
dfxtp,68
a41oi,2
a311o,1
a21oi,33
a22oi,16
buf,11
nor2b,1
inv,2
and2,31
o21bai,1
a311oi,1
clkbuf,12
nor2,5
or4,1
a21o,1
Power and IR drop assume default switching activity.
