### flow/design.v
interface blockStoreIfc(input logic clk);
	logic writeValid;
	logic writeReady;
	logic [7:0] blockData;
	modport reader(
		input writeValid, input blockData,
		output writeReady
	);
endinterface
interface minerIfc(input logic clk);
	logic rst;
	logic resultValid;
	logic success;
	modport dut (
		input rst,
		output resultValid,
		output success
	);
endinterface
interface nonceBufferIfc(input logic clk);
	logic readReady;
	logic nonce;
	logic error;
	modport writer(
		input readReady,
		output nonce,
		output error
	);
endinterface
interface processorResultsIfc #(parameter NUM_CORES=10)(input logic clk);
	parameter PARTITIONBITS = $clog2(NUM_CORES);
	logic success;
	logic[PARTITIONBITS-1:0] processor_index;
	modport writer(output success, output processor_index);
	modport reader(input success, input processor_index);
endinterface
module sha_eADDER(
input logic[31:0] d,
input logic[31:0] h,
input logic[31:0] sum1,
input logic[31:0] ch,
input logic[31:0] K,
input logic[31:0] W,
output logic[31:0] e
);
assign e=d+h+sum1+ch+K+W;
endmodule
### flow/run.sh
#!/bin/bash
# OpenROAD 26Q1-2900-gdf79404cd8, Yosys 0.63+post, stock flow scripts
make -C /OpenROAD-flow-scripts/flow DESIGN_CONFIG=/design/flow/config.mk WORK_HOME=/design/flow/orfs finish
### flow/config.mk
export PLATFORM = sky130hd
export DESIGN_NAME = sha_eADDER
export DESIGN_NICKNAME = sha_eADDER
export VERILOG_FILES = /design/flow/design.v
export SDC_FILE = /design/flow/constraint.sdc
export NUM_CORES = 4
export LEC_CHECK = 1
export CORE_UTILIZATION = 40
### flow/constraint.sdc
current_design sha_eADDER

set clk_period 16.8
set clk_io_pct 0.2

create_clock -name clk0 -period $clk_period

set non_clock_inputs [all_inputs -no_clocks]
set_input_delay [expr $clk_period * $clk_io_pct] -clock clk0 $non_clock_inputs
set_output_delay [expr $clk_period * $clk_io_pct] -clock clk0 [all_outputs]
==> metrics.yaml <==
timing.max_cap.violations: 0
gp_congestion: 0.897
finalClockPeriodUsage_pct: 69.0
setup_tns_ns: 0
critPathRequiredTime_ns: 13.44
comb_area_mm2: 0.00412
initial_core_util_pct: 41.2
num_antenna_cells: 0
core_area_mm2: 0.0127
layout_min_cycle_time_ns: 11.59
critPathMaxFanout: 4
viasPerCell: 4.39
ys_cells: 644
powerDensity_mw_per_mm2: 148
antenna_found_initial: 0
drt-total-wl_mm: 11.3
grt_pass1_vias: 4511
outcome: "finished clean"
grt_pass1_wl_mm: 19.1
vdd_drop_max_mv: 0.0795
worstMarginPinSlew_ns: 0.558
wl_per_cell_um: 10.9
hold_violations: 0
stdcell_area_mm2: 0.00765
place_area_mm2: 0.00765
path_class: "input pin to primary output"
clock_buffers: 0
fp.dieH_um: 116
setup_viol_count_final: 0
first_pass_iters: 5
fp.dieW_um: 116
hold_path_class: "input pin to primary output"
regArea_um2: 0
syn2layout_area_growth_pct: 46.4
ys_seq_share_pct: 0
ys_chip_area_mm2: 0.00523
post_cts_buffers: 0
gr-total-overflow: 0
yosysWarnings: 0
ios: 224
synth_cell_types: 45
slew_viol_final: 0
drive_above_1_share_pct: 0.697
cp-start-kind: "input pin"
detailed_place_hpwl_mm: 10.9
netlist_instances: 644
layout_top_cell: "inv_1"
syn-cell-area_mm2: 0.00523
cts_hold_buf: 0
final_antenna_net_count: 0
syn_avg_cell_area_um2: 8.12
rsz0062_at_grt: "no"
grt_max_degree: 10
num_vias: 4531
grtUsageTotal_pct: 18.2
max_freq_mhz: 86.3
relSlewSlack_pct: 62.4
layout_top_cells: "inv_1, clkdlybuf4s50_1, fa_1, ha_1, xnor2_1"
port_buffers: 224
warning_count: 33
p_leak_nw: 4.05
fillers: 1152
end_kind: "primary output"
drc: 0
crit_arrival_ns: 8.23
first_iter_violations: 83
cts_resized: 0
die-area_mm2: 0.0135
ff_count: 0
num_rows: 41
layout make-up:
class	count	share of cell area (%)
Inverter	286	14.0
Multi-Input combinational cell	351	53.9
Tap cell	172	2.81
Timing Repair Buffer	224	29.3
cell families (layout without fill, tap and decap cells):
logic type               count (synthesis)  after routing  synth area share, %
XOR/XNOR                                35             35                 5.87
adder cells (fa/ha/maj)                153            153                 54.3
AND-OR/OR-AND                           86             86                 11.7
buffers and inverters                  293            510                 21.1
AND/OR/NAND/NOR                         77             77                 7.01
critical path: stages:
cell             delay [ns]
clkdlybuf4s50_1        0.45
inv_1                  0.05
fa_1                   0.53
inv_1                  0.05
fa_1                   0.53
inv_1                  0.06
fa_1                   0.53
fa_1                   0.48
nor2b_1                0.18
o211ai_1               0.13
a31oi_1                0.29
nor3_1                 0.10
o41ai_2                0.58
a41oi_1                0.22
xnor2_1                0.19
clkdlybuf4s50_1        0.51
cells in the mapped netlist, types with 5 or more instances:
library cell / count / area, um2
nand2_1: 25 / 93.8
o21ai_0: 14 / 70.1
nand3_1: 6 / 30.0
and3_1: 5 / 31.3
o21a_1: 5 / 37.5
inv_1: 286 / 1070
ha_1: 30 / 375
fa_1: 123 / 2460
a21oi_1: 20 / 100
nor2_1: 22 / 82.6
xor2_1: 8 / 70.1
xnor2_1: 27 / 236
a31oi_1: 5 / 31.3
a21o_1: 17 / 128
power breakdown:
| part | switching, mW | internal [mW] |
|---|---|---|
| Sequential | 0 | 0 |
| Clock | 0 | 0 |
| Combinational | 0.507 | 0.630 |
| Total | 0.507 | 0.630 |
metal layers:
layer	routed length [um]	vias up	track usage (%)
li1	-	2265	-
met3	1110	0	2.80
met1	4670	2103	26.6
met2	5490	163	31.8
met4	0	0	0
met5	0	-	0
path summary, 6_finish.rpt:
check                 from    end  cells after the start
worst max-delay path  K[3]  e[30]                     16
worst min-delay path  W[0]   e[1]                      6
stage by stage:
stage          worst slack [ns]  utilization (%)  total power, mW  std cells  hold WS [ns]
2_1_floorplan              6.50                -            0.635        644          6.96
3_3_place_gp               5.22             60.4             1.15       1033          7.95
3_5_place_dp               5.24             60.4             1.15       1033          7.98
4_1_cts                    5.19             60.4             1.16       1033          7.98
5_1_grt                    4.95             60.4             1.28       1033          8.01
6_report                   5.21             60.4             1.14       1033          7.96
Power figures rest on the tool's default switching activity, not on a simulated workload.
