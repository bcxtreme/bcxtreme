--- flow/config.mk ---
export PLATFORM = sky130hd
export DESIGN_NAME = counter
export DESIGN_NICKNAME = counter
export VERILOG_FILES = /design/flow/design.v
export SDC_FILE = /design/flow/constraint.sdc
export NUM_CORES = 4
export LEC_CHECK = 1
export CORE_UTILIZATION = 30
--- flow/constraint.sdc ---
current_design counter

set clk_period 5.4
set clk_io_pct 0.2

create_clock -name clk0 -period $clk_period [get_ports {clk}]

set non_clock_inputs [all_inputs -no_clocks]
set_input_delay [expr $clk_period * $clk_io_pct] -clock clk0 $non_clock_inputs
set_output_delay [expr $clk_period * $clk_io_pct] -clock clk0 [all_outputs]
--- flow/design.v ---
interface blockStoreIfc(input logic clk);
	logic writeValid;
	logic writeReady;
	logic [7:0] blockData;
	modport reader(
		input writeValid, input blockData,
		output writeReady
	);
endinterface
interface minerIfc(input logic clk);
	logic rst;
	logic resultValid;
	logic success;
	modport dut (
		input rst,
		output resultValid,
		output success
	);
endinterface
interface nonceBufferIfc(input logic clk);
	logic readReady;
	logic nonce;
	logic error;
	modport writer(
		input readReady,
		output nonce,
		output error
	);
endinterface
interface processorResultsIfc #(parameter NUM_CORES=10)(input logic clk);
	parameter PARTITIONBITS = $clog2(NUM_CORES);
	logic success;
	logic[PARTITIONBITS-1:0] processor_index;
	modport writer(output success, output processor_index);
	modport reader(input success, input processor_index);
endinterface
module counter #(parameter WIDTH=32,parameter INITIALCOUNT=0, parameter INCREMENT=1) (
input logic clk,
input logic rst,
input logic inc,
output logic[WIDTH-1:0] count);
logic[WIDTH-1:0] prev;
logic[WIDTH-1:0] n;
ff #(.WIDTH(WIDTH)) f(.clk,.data_i(n),.data_o(prev));
assign count=prev;
always_comb begin
  if(rst) n=INITIALCOUNT;
  else if (inc) n=prev+INCREMENT;
  else n=prev;
end
endmodule
module ff #(parameter WIDTH=32) (
  input clk, 
  input[WIDTH-1:0] data_i,
  output[WIDTH-1:0] data_o);
  reg[WIDTH-1:0] tmp;
  assign data_o=tmp;
  always_ff @(posedge clk) begin
    tmp <=data_i;
  end
endmodule
--- flow/run.sh ---
#!/bin/bash
# OpenROAD 26Q1-2900-gdf79404cd8, Yosys 0.63+post, stock flow scripts
make -C /OpenROAD-flow-scripts/flow DESIGN_CONFIG=/design/flow/config.mk WORK_HOME=/design/flow/orfs finish
==> summary.txt <==
run metrics: status finished, final reports clean, max reg flops 32, initial antenna violation count 0, WP depth 5, FF+latch count, synth 32, Top cell excl fill/tap clkdlybuf4s50_1, Worst R2R Path Depth 4, CP max FO 9, Yosys Warn Count 2, post-route cell area 2040 sq um, cell area after synthesis 1560 sq um, placed cell area 1950 sq um, worst r2r src f.tmp[2], Power, Total 0.448 mW, Crit-path slowest cell clkdlybuf4s50_1, Longest Clk Path Bufs 2, Crit Path Class input pin to register, DP Wirelength 2.21 mm, final hold viol count 0, Inserted Clock Buffers 5, largest registers f.tmp: 32 flops, RePlAce Congestion 0.785, skew final 7.99 ps, ys cells 181, worst min path class register to register, fin. max-slew vios 0, hold_buf cts 0, Worst-Skew Late Latency 280 ps, Final Setup Violations 0, RSZ-0062 raised after global routing no, PnR worst setup slack 2420 ps, PD cells 220 nW/um^2, Worst Tran Pin Value 420 ps, relative slew slack 0.720, Flop area 641 sq um, Leakage 0.702 nW, worst-path cell chain clkdlybuf4s50_1 > and4_1 > nand4_1 > nor3_1 > mux2_2, Die ar. 5510 sq um, Core ar. 4880 sq um, TritonCTS clock tree yes, Detailed Route Iter0 Violations 39, fillers 502, Tmin final 2980 ps, clock tree sinks 32, register share after synthesis 0.410, Max H-tree Level 2, gr ovfl total 0, post_cts resized 0, crit end category register, maximum capacitance violations 0, worst vdd ir 169 uV, vias in the first global route 1217, Most flops, register f.tmp, die height 74.2 um, post-place setup slack 2100 ps, Pre-antenna DRT Iters 4, Top cells excl fill/tap clkdlybuf4s50_1, dfxtp_1, nor2_1, Vias/cell 4.78, clk slew on worst S/H paths 70 ps, comb. cell area 861 sq um, CTS Root Cell clkbuf_8, vias post-DR 1343, slowest stage delay, CP 610 ps, cell row count 25, Avg WL per Cell 11.6 um, upper clock frequency limit 0.335 GHz, share of cells above drive strength 1 0.107, antenna-violating nets left 0, Worst EP arrival 3160 ps, Mapped Cells 181, I/O Buffers 34, Top-Level Pins 35, Die Wd 74.2 um, antenna diode count 0, number of buffers and inverters on the critical path 1, Final Cycle Share 0.552, R2R Path End f.tmp[28], Crit. Startpoint inc, Routed WL 3.27 mm, number of remaining DRC errors 0, Setup crit start kind input pin, post-synth cell types 32, Post-Route Utilization 0.418, FF-to-FF setup slack 3410 ps, first-pass GRT wire length 5.68 mm, CP delay by family, top simple AND/OR/NAND/NOR gates, share of synthesized registers carrying an async set or reset 0, Initial Util 0.321, critical path endpoint f.tmp[28], setup TNS 0 ps, pin count of the biggest net entering global routing 44, setup bufs post-CTS 0, Synth-to-Final Area Change 30.5%, Post-synth EDFFs 0, syn_area_per_cell 8.64 sq um, Total Routing Usage GR 0.134, Yosys Chip Area 1560 sq um, main flop type dfxtp_1, tool warning count 25, CP Data Required Time 5580 ps
synthesized netlist by cell type (all sizes together) (4+ instances only):
| cell | n | area, sq um |
|---|---|---|
| o21ai | 4 | 20.0 |
| nor3 | 10 | 50.1 |
| nor2 | 26 | 97.6 |
| xnor2 | 4 | 35.0 |
| nand4 | 11 | 75.1 |
| nand3 | 9 | 45.0 |
| or3 | 4 | 25.0 |
| clkbuf | 7 | 26.3 |
| a21oi | 7 | 35.0 |
| or4 | 4 | 33.8 |
| nor2b | 10 | 62.6 |
| xor2 | 9 | 78.8 |
| mux2 | 11 | 124 |
| inv | 4 | 15.0 |
| nand2 | 9 | 33.8 |
| dfxtp | 32 | 641 |
power by group:
part | leakage (nW) | total (mW) | internal (mW) | switching (mW)
clock | 0.0510 | 0.193 | 0.102 | 0.0912
sequential | 0.258 | 0.239 | 0.238 | 0.00171
combinational | 0.393 | 0.0159 | 0.00731 | 0.00859
worst min path at each step:
| stage | from | end | slack [ps] | cells past startpoint |
|---|---|---|---|---|
| finish | f.tmp[22] | f.tmp[22] | 500 | 2 |
| CTS | f.tmp[22] | f.tmp[22] | 500 | 2 |
| global route | f.tmp[22] | f.tmp[22] | 540 | 2 |
metrics by stage:
stage | hold slack [ps] | instances
after global placement | 505 | 273
after global routing | 544 | 281
after CTS | 504 | 281
after floorplan | 452 | 181
after detailed placement | 493 | 273
final | 504 | 281
metal layers:
layer | routed length (um) | track usage | share of wire | vias up
li1 | - | - | - | 697
met1 | 1640 | 0.201 | 0.50 | 611
met2 | 1380 | 0.198 | 0.42 | 33
met3 | 228 | 0.0440 | 0.070 | 2
met4 | 24 | 0.0171 | 0.0073 | 0
met5 | 0 | 0 | 0 | -
cell families after synthesis:
logic type                 synth area share
and+or+nand+nor                       0.334
DFF                                   0.410
AOI/OAI and AO/OA                    0.0496
buffers and inverters                0.0400
xor gates and xnor gates             0.0728
muxes                                0.0856
adders and majority gates           0.00800
worst min-delay path: cells and delay by family, from the launching register on:
family,cells,cell delay (ps)
AND-OR/OR-AND,2,120
flip-flops,1,340
area by class of cell:
cell class	instances	share of cell area
multi-input combinational	135	0.422
sequential	32	0.314
clock inverter	2	0.00490
timing repair buffer	35	0.170
inverter	4	0.00736
clock buffer	6	0.0405
tap	67	0.0411
Power and IR drop assume default switching activity.
